## flow/run.sh

```bash
#!/bin/bash
# OpenROAD 26Q1-2900-gdf79404cd8, Yosys 0.63+post, stock flow scripts
make -C /OpenROAD-flow-scripts/flow DESIGN_CONFIG=/design/flow/config.mk WORK_HOME=/design/flow/orfs finish
```

## flow/config.mk

```make
export PLATFORM = sky130hd
export DESIGN_NAME = debug_regs
export DESIGN_NICKNAME = debug_regs
export VERILOG_FILES = /design/flow/design.v
export SDC_FILE = /design/flow/constraint.sdc
export NUM_CORES = 4
export LEC_CHECK = 1
export CORE_UTILIZATION = 50
```

## flow/constraint.sdc

```tcl
current_design debug_regs

set clk_period 3.4
set clk_io_pct 0.2

create_clock -name clk0 -period $clk_period [get_ports {wb_clk_i}]

set non_clock_inputs [all_inputs -no_clocks]
set_input_delay [expr $clk_period * $clk_io_pct] -clock clk0 $non_clock_inputs
set_output_delay [expr $clk_period * $clk_io_pct] -clock clk0 [all_outputs]
```

## flow/design.v

```verilog
`default_nettype wire
module debug_regs (    
    input wb_clk_i,
    input wb_rst_i,
    input wbs_stb_i,
    input wbs_cyc_i,
    input wbs_we_i,
    input [3:0] wbs_sel_i,
    input [31:0] wbs_dat_i,
    input [31:0] wbs_adr_i,
    output reg wbs_ack_o,
    output reg [31:0] wbs_dat_o);
    reg [31:0] debug_reg_1;
    reg [31:0] debug_reg_2;
    always @(posedge wb_clk_i or posedge wb_rst_i) begin
        if (wb_rst_i) begin
            debug_reg_1 <=0;
            debug_reg_2 <=0;
            wbs_dat_o   <=0;
            wbs_ack_o   <=0;
        end else if (wbs_cyc_i && wbs_stb_i && wbs_we_i && !wbs_ack_o && (wbs_adr_i[3:0]==4'hC||wbs_adr_i[3:0]==4'h8))begin  
            debug_reg_1[7:0]    <= ((wbs_adr_i[3:0]==4'h8) && wbs_sel_i[0])?  wbs_dat_i[7:0]   :debug_reg_1[7:0];
            debug_reg_1[15:8]   <= ((wbs_adr_i[3:0]==4'h8) && wbs_sel_i[1])?  wbs_dat_i[15:8]  :debug_reg_1[15:8];
            debug_reg_1[23:16]  <= ((wbs_adr_i[3:0]==4'h8) && wbs_sel_i[2])?  wbs_dat_i[23:16] :debug_reg_1[23:16];
            debug_reg_1[31:24]  <= ((wbs_adr_i[3:0]==4'h8) && wbs_sel_i[3])?  wbs_dat_i[31:24] :debug_reg_1[31:24];
            debug_reg_2[7:0]    <= ((wbs_adr_i[3:0]==4'hC) && wbs_sel_i[0])?  wbs_dat_i[7:0]   :debug_reg_2[7:0];
            debug_reg_2[15:8]   <= ((wbs_adr_i[3:0]==4'hC) && wbs_sel_i[1])?  wbs_dat_i[15:8]  :debug_reg_2[15:8];
            debug_reg_2[23:16]  <= ((wbs_adr_i[3:0]==4'hC) && wbs_sel_i[2])?  wbs_dat_i[23:16] :debug_reg_2[23:16];
            debug_reg_2[31:24]  <= ((wbs_adr_i[3:0]==4'hC) && wbs_sel_i[3])?  wbs_dat_i[31:24] :debug_reg_2[31:24];
            wbs_ack_o <= 1;
        end else if (wbs_cyc_i && wbs_stb_i && !wbs_we_i && !wbs_ack_o && (wbs_adr_i[3:0]==4'hC||wbs_adr_i[3:0]==4'h8)) begin  
            wbs_dat_o <= ((wbs_adr_i[3:0]==4'hC)) ? debug_reg_2 : debug_reg_1; 
            wbs_ack_o <= 1;
        end else begin 
            wbs_ack_o <= 0;
            wbs_dat_o <= 0;
        end
    end
endmodule
`default_nettype wire
```

==> results.rst <==
Physical design figures
=======================

.. list-table::
   :header-rows: 1

   * - Metric
     - Value
   * - Result of the run
     - finished, final reports clean
   * - Antenna Cells
     - 0
   * - Setup total negative slack
     - 0 ns
   * - XOR/XNOR share of the synthesized area
     - 0%
   * - Transition time of the tightest slew-check pin
     - 0.765 ns
   * - Category of the worst setup path capture point
     - register
   * - Final HPWL from detailed placement
     - a little over 5 mm
   * - Yosys cell count
     - 287
   * - Critical-path maximum fanout
     - 26
   * - Synth Instances
     - 287
   * - Total clock buffers created by CTS
     - 9
   * - Final setup vio count
     - 0
   * - Most common library cell in the layout ignoring fill and taps
     - sky130_fd_sc_hd__dfrtp_1
   * - CTS hold repair buffers
     - 0
   * - CTS tree
     - built
   * - Source-to-sink clock delay at the later pin of the worst-skew pair
     - 0.35 ns
   * - Flops & latches, synth
     - 97
   * - Multiplexer share of the synthesized area
     - between 30% and 40%
   * - Path type of the worst setup path
     - in2reg
   * - Via count of the first global-routing pass
     - 2,405
   * - Routed WL
     - about 7.7 mm
   * - Syn-to-layout area delta
     - 24.0%
   * - Data required time of the critical path
     - 3.68 ns
   * - Post-route DRC
     - 0
   * - Largest incremental delay on the critical path
     - 0.61 ns
   * - Min Clock Period, post-route
     - approximately 2.2 ns
   * - Crit path arrival time
     - 2.47 ns
   * - MaxCap Viol Count
     - 0
   * - Antenna violations before repair
     - 0
   * - Period Utilization, post-route
     - 64.3%
   * - Relative slew slack
     - a little under 50%
   * - Leak Pwr
     - 2.53 nW
   * - Register area
     - 2430 um^2
   * - Final Slew Violations
     - 0
   * - Final tally of hold violations
     - 0
   * - Post-synth area from yosys stat
     - 4280 um^2
   * - Setup skew after layout
     - between 0.01 and 0.015 ns
   * - Number of distinct library cell variants in the gate-level netlist after synthesis
     - 15
   * - CP startpoint kind
     - input pin
   * - Share of synthesized area occupied by flip-flops and latches
     - a little under three fifths
   * - Post-layout util
     - 64.3%
   * - Tool Warnings
     - 54
   * - Initial detailed-routing violation count
     - a little over 60
   * - Number of clock sinks seen by CTS
     - 97
   * - Internal power consumption
     - 0.00164 W
   * - Count of antenna-violating nets left after detailed routing
     - 0
   * - Maximum level of the CTS H-tree
     - 3
   * - Total global routing overflow
     - 0
   * - Via Count
     - approximately 2,500
   * - Post-Syn Area
     - 4280 um^2
   * - Layout cell share with drive strength beyond 1
     - 33.3%
   * - Total routing usage reported by global routing
     - 19.1%
   * - NetSw
     - roughly 0.00050 W
   * - Initial DRT Pass Iterations
     - 4
   * - Design Power
     - 0.00213 W
   * - Standard cell core area
     - 8260 um^2
   * - Port buffer count
     - about 77
   * - Avg Synthesized Cell Area
     - 14.9 um^2
   * - Pin count of the biggest net entering global routing
     - roughly 57
   * - # fillers
     - 623
   * - Final routed wire length divided by cell count
     - approximately 16 um
   * - Clock Path Buffers
     - 2
   * - Gate power share
     - roughly 11%
   * - Die span in y
     - 94.5 um
   * - Peak clock frequency supported by timing
     - 0.458 GHz
   * - Placer's final routability congestion estimate
     - 0.726
   * - Worst hold slack after final layout
     - roughly 0.5 ns
   * - RSZ-0062 raised after global routing
     - no
   * - Part of the power in registers
     - about three fifths
   * - Worst min path class
     - reg2reg
   * - Clock Power Share
     - 30.6%
   * - Largest logic family
     - multiplexers
   * - Total of cells resized after clock tree synthesis
     - 0
   * - Post-synthesis share of cell area spent on full adders, half adders and majority gates
     - 0%
   * - Global-route wire length before repair
     - 12.3 mm
   * - CTS root buf
     - sky130_fd_sc_hd__clkbuf_8
   * - Cell Rows
     - 33
   * - Top-Level Pins
     - approximately 110
   * - Vias per inst
     - 5.18
   * - Dominant logic cell types in the final layout
     - 97 x sky130_fd_sc_hd__dfrtp_1, 87 x sky130_fd_sc_hd__mux2_2, 75 x sky130_fd_sc_hd__clkdlybuf4s50_1
   * - Horizontal die dimension
     - about 95 um
   * - Placed Instance Area
     - 5140 um^2
   * - Post-synthesis simple-gate area fraction
     - 7.60%
   * - # Post-CTS Setup Buffers
     - 0
   * - Post-synthesis share of cell area spent on and-or and or-and gates
     - 0%
   * - Area of all placed cells without fillers
     - ~5300 um^2
   * - Synth warn
     - 1
   * - Sw Ratio
     - 23.3%
   * - Multi-input gate area
     - roughly 1700 um^2
   * - Clock slew at reported path FFs
     - 0.09 ns
   * - Pre-Place Util
     - 51.8%
   * - Library cell contributing the largest single delay on the critical path
     - sky130_fd_sc_hd__and4bb_2
   * - Worst-path cell chain
     - clkdlybuf4s50_1 -> and4bb_2 -> nand2_1 -> buf_12 -> nor2_1
   * - Overall chip area
     - 8930 um^2
   * - Pwr dens
     - 402 nW/um^2
   * - Peak supply drop
     - 309 uV
-- worst paths after layout --
| check | from | slack, ns | end | cells past startpoint |
|---|---|---|---|---|
| setup / recovery | wbs_adr_i[0] | 1.21 | wbs_dat_o[12] | 5 |
| hold / removal | debug_reg_1[2] | 0.50 | debug_reg_1[2] | 1 |
| setup reg to reg | wbs_ack_o | 1.82 | wbs_dat_o[12] | 5 |
| hold reg to reg | debug_reg_1[2] | 0.50 | debug_reg_1[2] | 1 |
| max in group asynchronous | wb_rst_i | 1.93 | debug_reg_2[26] | 3 |
| min in group asynchronous | wb_rst_i | 0.80 | wbs_dat_o[12] | 2 |
-- layout make-up --
| cell class | count | share of cell area (%) |
|---|---|---|
| sequential | 97 | 45.7 |
| multi-input combinational | 173 | 32.9 |
| timing repair buffer | 82 | 15.5 |
| clock buffer | 11 | 2.66 |
| tap | 105 | 2.48 |
| clock inverter | 4 | 0.566 |
| inverter | 2 | 0.189 |
-- cell usage after synthesis, drive strengths merged --
cell type,count,area (um^2)
and2,1,6.26
and4bb,1,12.5
buf,15,103
dfrtp,97,2430
inv,2,7.51
mux2,96,1100
mux2i,32,320
nand2,1,3.75
nand4,8,170
nor2,32,120
nor2b,2,12.5
-- kinds of logic after synthesis --
kind of cell	count (synthesis)
buffers and inverters	17
muxes	128
and+or+nand+nor	45
DFF	97
-- sequential cells by signal (all words and copies together) (netlist names) --
register / count
wbs_dat_o: 32
wbs_ack_o: 1
debug_reg_1: 32
debug_reg_2: 32
-- power by group through the flow --
stage	clock [W]	combinational (W)	sequential [W]
CTS	0.000684	0.000246	0.00124
global route	0.000726	0.000264	0.00125
finish	0.000652	0.000241	0.00124
-- through the flow --
step                cells  setup WS (ns)
floorplan             287          0.186
finish                474           1.21
detailed placement    459          0.815
global placement      459          0.866
CTS                   474           1.19
global route          474           1.12
-- layer usage --
| layer | vias up | track usage, % | wire [um] |
|---|---|---|---|
| met5 | - | 0 | 0 |
| met4 | 0 | 1.39 | 74 |
| met3 | 5 | 4.17 | 324 |
| met2 | 50 | 28.7 | 3600 |
| met1 | 1228 | 32.1 | 3720 |
| li1 | 1173 | - | - |
-- worst max-delay path, delay by kind of cell --
family / cells / cell delay (ns)
buf+inv: 2 / 0.68
simple gates: 3 / 1.10
Power is estimated from default activity; no workload was simulated.
